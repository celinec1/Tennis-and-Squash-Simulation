==> design.v <==
`timescale 1ns / 1ps
module debouncer(
        output out,
        input clock, reset, btn
    );
    reg [13:0] deb_count;
    reg output_exist;
    parameter  MAX = 14'b11110100001001;
    parameter  CLEAN_MAX = 24'b111111111111111111111111;
    reg clean;
    reg [23:0] clean_count;
    always @(posedge clock or negedge reset) begin
        if(!reset == 1'b1) begin
            clean_count <= 0;
            clean <= 1'b0;
            deb_count <= 0;
            output_exist <= 1'b0;
        end 
        else if(btn == 1'b1) begin
            if (output_exist == 1'b0) begin
            if(deb_count == MAX) begin
                clean <= 1'b1;
                deb_count <= 1'b0;
                output_exist <= 1'b1;
            end 
            else begin
                deb_count <= deb_count + 1;
            end
        end 
        else begin
            if(clean_count == CLEAN_MAX) begin
                clean <= 1'b0;
                clean_count <= 1'b0;
            end
            else 
                clean_count <= clean_count + 1;
            end
            end else begin
                clean <=1'b0;
                deb_count<=1'b0;
                output_exist<=1'b0;
            end
end
assign out = clean;
endmodule
==> run.sh <==
#!/bin/bash
# OpenROAD 26Q1-2900-gdf79404cd8, Yosys 0.63+post, stock flow scripts
make -C /OpenROAD-flow-scripts/flow DESIGN_CONFIG=/design/flow/config.mk WORK_HOME=/design/flow/orfs finish
==> config.mk <==
export PLATFORM = sky130hd
export DESIGN_NAME = debouncer
export DESIGN_NICKNAME = debouncer
export VERILOG_FILES = /design/flow/design.v
export SDC_FILE = /design/flow/constraint.sdc
export NUM_CORES = 4
export LEC_CHECK = 1
export CORE_UTILIZATION = 30
==> constraint.sdc <==
current_design debouncer

set clk_period 4.2
set clk_io_pct 0.2

create_clock -name clk0 -period $clk_period [get_ports {clock}]

set non_clock_inputs [all_inputs -no_clocks]
set_input_delay [expr $clk_period * $clk_io_pct] -clock clk0 $non_clock_inputs
set_output_delay [expr $clk_period * $clk_io_pct] -clock clk0 [all_outputs]
==> results.ini <==
[run_status]
run_status=finished clean

[grt]
grt_start_max_net_pins=41
initial_antenna_violation_count=0
grt.overflow.total=0
number_of_global_route_vias_before_repair=1586
grt_usage_pct=12.6
grt_pass1_wl_mm=7.27

[sta]
tightest_slew_ns=0.722
portion_of_the_clock_cycle_consumed_by_the_worst_path_in_the_final_layout_pct=63.7
unrepaired_setup_endpoints_after_global_routing=false
final_period_minus_worst_setup_slack_ns=2.67
fin_worst_skew_ns=0.00861
hold_viol=0
max_freq_ghz=0.374
maxSlewViolCount=0
setup-tns-final_ns=0
count_of_final_setup_violators=0
worst_slew_margin_rel_pct=51.6

[logic_synthesis]
dominantRegCellSynth=sky130_fd_sc_hd__dfrtp_1
ys_seq_share_pct=47.6
top_cells_area=sky130_fd_sc_hd__dfrtp_1 48%, sky130_fd_sc_hd__a31oi_1 5.6%, sky130_fd_sc_hd__xnor2_1 5.4%
yosysTopAreaCellShare_pct=47.6
synthDistinctLibCells=40
synth_area_sq_um=2100
yosys-stat-cells=224
mean_instance_size_in_the_synthesized_netlist_sq_um=9.40
ys_ff=40
postSynth.asyncResetShare_pct=100
ys_area_sq_um=2100
synth_area_leader_cell=sky130_fd_sc_hd__dfrtp_1
post_synth_inst_count=224
yosys_warnings=1
edff_count_synth=0

[setup_path]
worst-path-buf-inv=1
terminus_of_the_critical_flop_to_flop_path=clean_count[3]
worstPathCellList=clkdlybuf4s50_1, nand2_2, or4_4, or4_1, a21oi_1
crit_path_max_incr_delay_ns=0.70
reg2regPathDepth=5
crit_family=simple AND/OR/NAND/NOR gates
timing_worst_setup_path_type=input pin to flop
setup.worst_path.end_class=flop
worst-r2r-setup-slack_ns=2.09
required_ns=4.43
arrival_ns=2.91
cp-endpoint=clean_count[17]
worstSetupPathDepth=5
setup.worst_path.start=btn
worstReg2RegStart=clean_count[0]
path_max_fanout=16
worst_path_max_delay_cell=sky130_fd_sc_hd__or4_4
cp-start-kind=input pin

[clocking]
cts.sink_count=40
htree_num_levels=2
postCtsHoldBufs=0
cts_tree=built
cts.repair_timing.setup_buffer_count=0
clock_path_buffers=2
clock_tree.root_cell=sky130_fd_sc_hd__clkbuf_8
clk_pin_slew_ns=0.09
cts-resized-gates=0
clk_latency_ns=0.30
cts_made_buffers=5

[route]
avgRoutedWirePerCell_um=13.1
finalWirelength_mm=4.24
vias_per_cell=5.28
drc=0
number_of_design_rule_violations_left_by_the_first_detailed_router_iteration=113
route.vias.total=1710
insertedDiodeCount=0
dr.pass1.iters=4
route.antenna.remaining_nets=0

[run]
stage_log_warnings=26
cap_violations=0

[placed_design]
routability_congestion_estimate=0.790
dpl.cell_count=316
dpl.hpwl_mm=2.71
buffer_ports.inserted=3
dpl_cell_area_sq_um=2230

[cells_and_area]
final_area_sq_um=2340
share_of_cells_above_drive_strength_1_pct=7.02
fin_cells=324
areaGrowthSynthToFinish_pct=11.2

[power_and_ir_drop]
power.density_nw_per_um2=329
irDropWorstVdd_v=0.000190
swShare_pct=23.8
power_switching_uw=184
total_leakage_power_nw=0.912
share_seq_of_total_power_pct=52.6
clock_power_share_pct=42.8
cell_internal_pwr_uw=586
combinational_power_share_pct=4.6

[floorplan]
row_count=30
floorplan.core_area_sq_um=6790
pre_placement_core_utilization_pct=31.0
dieHeight_um=85.8
chipArea_sq_um=7350
top_level_ports=4
dieWidth_um=85.8

[min_path]
min-delay-path-class=flop to flop

==> how the worst min path moves through the flow <==
stage	from	endpoint	slack, ns	cells after the start
global route	clean_count[22]	clean_count[22]	0.50	1
CTS	clean_count[22]	clean_count[22]	0.48	1
finish	clean_count[22]	clean_count[22]	0.47	1
==> kinds of logic (layout without fill, tap and decap cells) <==
| kind of cell | after synthesis | after routing | share of synthesized area, % |
|---|---|---|---|
| AND/OR/NAND/NOR | 93 | 93 | 24.6 |
| AND-OR/OR-AND | 53 | 53 | 16.1 |
| flip-flops | 40 | 40 | 47.6 |
| adder cells (fa/ha/maj) | 3 | 3 | 1.78 |
| buffers and inverters | 21 | 25 | 4.16 |
| XOR/XNOR | 14 | 14 | 5.83 |
==> Yosys cell counts (2+ instances only) <==
cell and instances:
sky130_fd_sc_hd__inv_1 11, sky130_fd_sc_hd__o211ai_1 3, sky130_fd_sc_hd__or3_1 5, sky130_fd_sc_hd__xnor2_1 13, sky130_fd_sc_hd__a21boi_0 2, sky130_fd_sc_hd__nor3_1 5, sky130_fd_sc_hd__a21oi_1 7, sky130_fd_sc_hd__clkbuf_1 8
sky130_fd_sc_hd__nand2_1 18, sky130_fd_sc_hd__ha_1 3, sky130_fd_sc_hd__nand3_1 20, sky130_fd_sc_hd__nor2_1 7, sky130_fd_sc_hd__or4_1 4, sky130_fd_sc_hd__o21ai_0 7, sky130_fd_sc_hd__dfrtp_1 40, sky130_fd_sc_hd__a31oi_1 19
sky130_fd_sc_hd__and4_1 3, sky130_fd_sc_hd__nand2b_1 3, sky130_fd_sc_hd__and3_1 8, sky130_fd_sc_hd__o31ai_1 4, sky130_fd_sc_hd__nor4_1 4, sky130_fd_sc_hd__o22ai_1 5, sky130_fd_sc_hd__o311ai_0 2, sky130_fd_sc_hd__nand4_1 7
==> flip-flops by register name, summed over array words and instances (netlist names) <==
signal        flops
output_exist      1
clean_count      24
deb_count        14
clean             1
==> worst reg2reg max path: stages, from the launching register on <==
cell and delay [ns]:
sky130_fd_sc_hd__dfrtp_1 0.41, sky130_fd_sc_hd__ha_1 0.24, sky130_fd_sc_hd__nand4_1 0.18, sky130_fd_sc_hd__or3_1 0.40, sky130_fd_sc_hd__nor3_2 0.61, sky130_fd_sc_hd__nor2_1 0.12
==> metal layers <==
metal	track usage, %	vias to the layer above	wire [um]
li1	-	843	-
met1	20.1	838	2200
met2	19.4	23	1860
met3	2.05	6	124
met4	1.06	0	46
met5	0	-	0
==> placed cells by master (no fill, tap or decap), types with 5 or more instances in the layout <==
cell                        n
sky130_fd_sc_hd__dfrtp_1   40
sky130_fd_sc_hd__o21ai_0    7
sky130_fd_sc_hd__nand3_1   20
sky130_fd_sc_hd__a21oi_1    7
sky130_fd_sc_hd__nor3_1     5
sky130_fd_sc_hd__nor2_1     7
sky130_fd_sc_hd__or3_1      5
sky130_fd_sc_hd__xnor2_1   13
sky130_fd_sc_hd__clkbuf_8   5
sky130_fd_sc_hd__and3_1     8
sky130_fd_sc_hd__inv_1     11
sky130_fd_sc_hd__o22ai_1    5
sky130_fd_sc_hd__nand2_1   18
sky130_fd_sc_hd__nand4_1    7
sky130_fd_sc_hd__a31oi_1   19
==> final cells by class <==
class	instances	area [sq um]
fill	684	4450
sequential	40	1000
tap	96	120
clock inverter	3	46.3
multi-input combinational	163	1020
timing repair buffer	6	47.5
clock buffer	5	68.8
inverter	11	41.3
==> stage by stage <==
step           hold WS [ns]  power (mW)  util, %  worst slack [ns]
2_1_floorplan         0.439       0.430        -              2.08
3_3_place_gp          0.457       0.448     32.8              1.25
3_5_place_dp          0.464       0.449     32.8              1.20
4_1_cts               0.479       0.777     34.5              1.52
5_1_grt               0.497       0.798     34.5              1.37
6_report              0.474       0.770     34.5              1.53
==> power by group through the flow <==
stage / Sequential [mW] / Combinational (mW) / Clock, mW
final: 0.405 / 0.0352 / 0.329
after global routing: 0.407 / 0.0419 / 0.349
after CTS: 0.405 / 0.0361 / 0.335
No activity file was given, so power comes from the tool's default toggle rates.
